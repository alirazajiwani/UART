--- ./run.sh ---
#!/bin/bash
# OpenROAD 26Q1-2900-gdf79404cd8, Yosys 0.63+post, stock flow scripts
make -C /OpenROAD-flow-scripts/flow DESIGN_CONFIG=/design/flow/config.mk WORK_HOME=/design/flow/orfs finish
--- ./config.mk ---
export PLATFORM = sky130hd
export DESIGN_NAME = uart_top
export DESIGN_NICKNAME = uart_top
export VERILOG_FILES = /design/flow/design.v
export SDC_FILE = /design/flow/constraint.sdc
export NUM_CORES = 4
export LEC_CHECK = 1
export CORE_UTILIZATION = 50
--- ./constraint.sdc ---
current_design uart_top

set clk_period 2.4
set clk_io_pct 0.2

create_clock -name clk0 -period $clk_period [get_ports {clk}]

set non_clock_inputs [all_inputs -no_clocks]
set_input_delay [expr $clk_period * $clk_io_pct] -clock clk0 $non_clock_inputs
set_output_delay [expr $clk_period * $clk_io_pct] -clock clk0 [all_outputs]
--- ./design.v ---
module baud_generator #(
    parameter SYS_FREQ = 10_000_000,
    parameter BAUD_RATE = 9600
)(
    input  logic clk,
    input  logic reset,
    output logic baud_tick,    
    output logic tick_16x      
);
    localparam integer OVERSAMPLE_RATE = 16;
    localparam integer BAUD_CYCLE     = SYS_FREQ / BAUD_RATE;
    localparam integer TICK16X_CYCLE  = SYS_FREQ / (BAUD_RATE * OVERSAMPLE_RATE);
    logic [$clog2(BAUD_CYCLE)-1:0]    baud_count;
    logic [$clog2(TICK16X_CYCLE)-1:0] tick16x_count;
    always_ff @(posedge clk) begin
        if (reset) begin
            baud_count     <= 0;
            tick16x_count  <= 0;
            baud_tick      <= 0;
            tick_16x       <= 0;
        end
        else begin
            if (baud_count == BAUD_CYCLE - 1) begin
                baud_count <= 0;
                baud_tick  <= 1;
            end
            else begin
                baud_count <= baud_count + 1;
                baud_tick  <= 0;
            end
            if (tick16x_count == TICK16X_CYCLE - 1) begin
                tick16x_count <= 0;
                tick_16x      <= 1;
            end
            else begin
                tick16x_count <= tick16x_count + 1;
                tick_16x      <= 0;
            end
        end
    end
endmodule
module uart_rx #(
    parameter DATABITS = 8,
    parameter PARITY_EN = 1,
    parameter PARITY_TYPE = 0
)(
    input logic clk,
    input logic reset,
    input logic tick_16x, 
    input logic rx_data,
    output logic [DATABITS-1:0] data_out,
    output logic rx_done,
    output logic parity_error,
    output logic stop_error
);
typedef enum logic [2:0] {
	IDLE,
        START,
        DATA,
        PARITY,
        STOP
} state_rx;
state_rx CS;
logic [3:0] sample_count;  
logic [2:0] bit_count;     
logic [DATABITS-1:0] data_reg;
logic parity_calc;
always_comb begin
	parity_calc = (PARITY_TYPE == 0) ? ^data_reg : ~(^data_reg);
end
always_ff @(posedge clk) begin
	if (reset) begin
		CS <= IDLE;
		sample_count <= 0;
		bit_count <= 0;
		data_reg <= 0;
		data_out <= 0;
		rx_done <= 0;
                parity_error <= 0;
                stop_error <= 0;
        end
        else begin
                rx_done <= 0;
		if (tick_16x) begin
			case (CS)
			IDLE: begin
				parity_error <= 0;
				stop_error <= 0;
                        	if (rx_data == 1'b0) begin
                        		CS <= START;
                            		sample_count <= 0;  
                        	end
                    	end
                    	START: begin
				sample_count <= sample_count + 1;
				if (sample_count == 7) begin
                        		if (rx_data == 1'b0) begin  
                                		CS <= DATA;
                                		sample_count <= 0;  
                                		bit_count <= 0;
                            		end
                            		else begin  
                                		CS <= IDLE;
                            		end
                        	end
                    	end
                    	DATA: begin
                        	sample_count <= sample_count + 1;
                        	if (sample_count == 15) begin
                            		sample_count <= 0;
                            		data_reg[bit_count] <= rx_data;  
                            		if (bit_count == DATABITS - 1) begin
						if (PARITY_EN) CS <= PARITY;
                        	        	else CS <= STOP;
                        	    	end
                        	    	else begin
                        	        	bit_count <= bit_count + 1;
                        	    	end
                        	end
                    	end
                    	PARITY: begin
                        	sample_count <= sample_count + 1;
                        	if (sample_count == 15) begin
                            		sample_count <= 0;
                            		parity_error <= (rx_data != parity_calc);  
                            		CS <= STOP;
                        	end
                    	end
                    	STOP: begin
                        	sample_count <= sample_count + 1;
                        	if (sample_count == 15) begin
                            		stop_error <= (rx_data != 1'b1);  
                            		data_out <= data_reg;
                            		rx_done <= 1;
                            		CS <= IDLE;
                        	end
                    	end
                    	default: CS <= IDLE;
                	endcase
		end
	end
end
endmodule
module uart_top #(
	parameter SYS_FREQ = 10_000_000, 
	parameter BAUD_RATE = 9600,
	parameter DATABITS = 8,
	parameter PARITY_EN = 1,   
	parameter PARITY_TYPE = 0  
)(
	input logic clk,
	input logic reset,
	input logic tx_en,
	input logic [DATABITS-1:0] tx_data_in,
	input logic rx_data,
	output logic tx_data,
	output logic tx_busy,
	output logic [DATABITS-1:0] rx_data_out,
	output logic rx_done,
	output logic parity_error,
	output logic stop_error,
	output logic baud_tick_dbg,
	output logic baud_tick_16x_dbg
);
logic baud_tick;    
logic tick_16x;     
    baud_generator #(  
        .SYS_FREQ(SYS_FREQ),
        .BAUD_RATE(BAUD_RATE)
    ) baud_inst (
        .clk(clk),
        .reset(reset),
        .baud_tick(baud_tick),    
        .tick_16x(tick_16x)       
    );
    uart_tx #(
        .DATABITS(DATABITS),
        .PARITY_EN(PARITY_EN),
        .PARITY_TYPE(PARITY_TYPE)
    ) tx_inst (
        .clk(clk),
        .reset(reset),
        .data_in(tx_data_in),
        .tx_en(tx_en),
        .baud_tick(baud_tick),
        .tx_data(tx_data),
        .tx_busy(tx_busy)
    );
    uart_rx #(
        .DATABITS(DATABITS),
        .PARITY_EN(PARITY_EN),
        .PARITY_TYPE(PARITY_TYPE)
    ) rx_inst (
        .clk(clk),
        .reset(reset),
        .rx_data(rx_data),
        .tick_16x(tick_16x),
        .data_out(rx_data_out),
        .rx_done(rx_done),
        .parity_error(parity_error),
	.stop_error(stop_error)
    );
assign baud_tick_dbg = baud_tick;
assign baud_tick_16x_dbg = tick_16x;
endmodule
module uart_tx #(
	parameter DATABITS = 8,
	parameter PARITY_EN = 1,   
	parameter PARITY_TYPE = 0  
)(
	input logic clk,
	input logic reset,
	input logic [DATABITS-1:0] data_in,
	input logic tx_en,
	input logic baud_tick,
	output logic tx_data,
	output logic tx_busy
);
typedef enum logic [2:0] {
	IDLE,
	START,
	DATA,
	PARITY,
	STOP
} state_tx;
state_tx CS;
logic [2:0] bit_count;
logic [DATABITS-1:0] data_reg;
logic tx_reg;
logic parity_bit;
logic tx_en_latched;
always_ff @(posedge clk) begin
    if (reset)
        tx_en_latched <= 1'b0;
    else if (!tx_busy && tx_en)
        tx_en_latched <= 1'b1;
    else if (CS == IDLE && baud_tick)
        tx_en_latched <= 1'b0;
end
always_ff @(posedge clk) begin
	if (reset) begin
		CS <= IDLE;
        	bit_count <= 0;
        	data_reg <= '0;
        	tx_reg <= 1'b1;   
        	tx_busy <= 1'b0;
		parity_bit <= 1'b0;
    	end
    	else if (baud_tick) begin
		case (CS)
		IDLE: begin
			tx_reg <= 1'b1;   
                	if (tx_en_latched) begin
				CS <= START;
				tx_busy <= 1'b1;
				data_reg <= data_in;
				bit_count <= 0;
				parity_bit <= (PARITY_TYPE == 0)? ^data_in: ~(^data_in);
			end
            	end
		START: begin
			tx_reg <= 1'b0;   
			CS <= DATA;
            	end
		DATA: begin
			tx_reg <= data_reg[bit_count];
                	if (bit_count == DATABITS-1) begin
                    		if (PARITY_EN) begin
					CS <= PARITY;
                    		end 
				else begin
					CS <= STOP;
				end
                	end 
			else begin
				bit_count <= bit_count + 1;
			end
		end
		PARITY: begin
			tx_reg <= parity_bit;
			CS <= STOP;
		end
		STOP: begin
			tx_reg <= 1'b1;   
			CS <= IDLE;
			tx_busy <= 1'b0;
		end
		default: begin
			CS <= IDLE;
			tx_reg <= 1'b1;
			tx_busy <= 1'b0;
		end
		endcase
	end
end
assign tx_data = tx_reg;
endmodule
==> Flow_metrics.wiki <==
=== Physical design figures ===
{| class="wikitable"
! Metric !! Value
|-
| Final count of pins violating max slew || 0
|-
| RePlAce Congestion || 0.861
|-
| Critical path cell sequence || clkdlybuf4s50_1
|-
| Antenna diodes || 0
|-
| Vias in the first global route || 2,121
|-
| Remaining routing DRC violations || 0
|-
| Number of enable flip-flop cells || 0
|-
| Chip Height || 82.6 um
|-
| Fraction of power consumed by sequential logic || 52.2%
|-
| Vias/cell || 5.42
|-
| Cell total in the yosys stat output || 374
|-
| Async SR Flop Fraction || 0%
|-
| First-pass GRT wire length || 10,000 um
|-
| Post-Route Setup TNS || 0 ps
|-
| Achievable frequency || 505 MHz
|-
| Highest-delay cell along the critical path || dfxtp_1
|-
| Startpoint type of the worst setup path || flop
|-
| Number of buffer and inverter instances along the worst setup path || 1
|-
| IO Count || 27
|-
| Worst VDD drop || 0.532 mV
|-
| Final standard cell utilization of the core || 61.7%
|-
| Unique masters post-synth || 51
|-
| Clock tree root buffer cell || clkbuf_8
|-
| Core region area || 6100 um2
|-
| CTS buffer count || 9
|-
| Result of the run || finished, final reports clean
|-
| Input/output buffers || 26
|-
| Most common reg cell || dfxtp_1
|-
| Crit-path max cell delay || 610 ps
|-
| Arrival time at the worst endpoint || 1500 ps
|-
| Number of warnings the tools reported || 31
|-
| Synth warnings || 3
|-
| Post-CTS setup buffers || 0
|-
| Register with the most flip-flops || baud_inst.baud_count
|-
| Final worst clock skew || 6.23 ps
|-
| Critical setup path kind || flop to primary output
|-
| Crit end category || primary output
|-
| Unrepaired setup endpoints after global routing || false
|-
| 1st-pass router iterations || 4
|-
| Total via count after detailed routing || 2,590
|-
| Pin count of the biggest net entering global routing || 44
|-
| Worst-path clk slew || 70 ps
|-
| Cells after synthesis || 374
|-
| Critical path fanouts, max || 13
|-
| Detailed-placement wirelength estimate || 4290 um
|-
| Die Wd || 82.6 um
|-
| Number of synthesized register bits || 71
|-
| Post-Synthesis Mean Instance Area || 8.68 um2
|-
| Time the final worst path needs with I/O delays and setup || 1980 ps
|-
| Standard-cell rows || 28
|-
| Path class of the lowest-slack min-delay path || flop to flop
|-
| Logic pwr share || 4.1%
|-
| Worst skew pair latency || 330 ps
|-
| Cell Int Power || 0.00182 W
|-
| Synthesis-to-finish area growth || 15.8%
|-
| H-Tree Depth || 3
|-
| Number of antenna violations at the first check in global routing || 0
|-
| Max-slew headroom at the worst pin || 59.0%
|-
| Stages on worst setup path || 1
|-
| TritonCTS clock tree || yes
|-
| Ratio of final minimum period to clock period || 82.5%
|-
| CP Data Required Time || 1920 ps
|-
| Pwr per Cell Area || 611 nW/um2
|-
| Fin worst setup slack || 421 ps
|-
| Portion of total power attributed to the clock network || 43.7%
|-
| Starting density of the core || 53.3%
|-
| Leakage power summed over all cells || 1.36 nW
|-
| Count of final setup violators || 0
|-
| Worst-Margin Slew || 608 ps
|-
| Post-synth area from yosys stat || 3250 um2
|-
| Aggregate global routing overflow || 0
|-
| Sinks on the clock net || 71
|-
| Wire length per cell after detailed routing || 13.2 um
|-
| Fraction of layout cells with a size suffix above 1 || 6.95%
|-
| Worst reg-to-reg path cell count || 5
|-
| Post-synthesis instance area || 3250 um2
|-
| Overall fraction of global-route tracks in use || 19.6%
|-
| Final count of hold timing violations || 0
|-
| Iter 0 DRT Violations || 133
|-
| Switching portion of total power || 20.9%
|-
| Routed wire length || 6320 um
|-
| Max-cap violations || 0
|-
| Number of flip-flops in the largest register || 11
|-
| Maximum count of clock buffers along a single path || 2
|-
| Worst slack at placement || 282 ps
|-
| Final ANT Viol Nets || 0
|-
| Total net switching power || 0.000479 W
|-
| Cells resized by post-CTS repair || 0
|-
| Sequential share of the synthesized area || 43.8%
|-
| Post-CTS Hold Fix Bufs || 0
|-
| Worst hold stages || 2
|-
| Die footprint || 6820 um2
|-
| Family with the most delay on the worst path || flip-flops
|}
## final timing paths
kind	slack, ps	from	to
hold reg to reg	450	tx_inst.data_reg[6]	tx_inst.data_reg[6]
setup reg to reg	480	rx_inst.sample_count[0]	rx_inst.data_reg[3]
hold / removal	450	tx_inst.data_reg[6]	tx_inst.data_reg[6]
setup / recovery	420	baud_inst.baud_tick	baud_tick_dbg
## per-layer routing
metal | track usage, % | routed length, um | up-vias
met2 | 29.0 | 2810 | 39
met4 | 1.90 | 34 | 0
met1 | 31.1 | 3220 | 1195
met5 | 0 | 0 | -
met3 | 4.68 | 261 | 2
li1 | - | - | 1354
## cell usage after synthesis, types with 2 or more instances
library cell	count	area share, %
mux2i_1	4	1.2
a31oi_1	2	0.39
inv_1	13	1.5
or3_1	3	0.58
o21ai_0	9	1.4
xor2_1	14	3.8
nand2_1	53	6.1
mux2_2	2	0.69
clkbuf_1	8	0.92
buf_2	7	1.1
and3_1	8	1.5
nand4_1	8	1.5
a211oi_1	2	0.46
a21oi_1	37	5.7
or2_2	3	0.58
a22oi_1	2	0.46
nor4_1	4	0.77
xnor2_1	15	4.0
nor2b_1	2	0.39
nor4b_1	2	0.54
mux4_2	2	1.4
dfxtp_1	71	44
nand3_1	27	4.2
nor2_1	31	3.6
nor3_1	4	0.62
nand3b_1	2	0.46
and4_1	3	0.81
buf_1	2	0.23
ha_1	12	4.6
## kinds of logic after synthesis
group	share of synthesized area (%)
buffers and inverters	3.74
muxes	3.31
adders and majority gates	4.62
AOI/OAI and AO/OA	12.2
DFF	43.8
and+or+nand+nor	23.9
xor gates and xnor gates	8.52
## cells in the final DEF, fill, tap and decap left out, types with 3 or more instances in the layout
| master | count |
|---|---|
| mux2i_1 | 4 |
| and3_1 | 8 |
| nand3_1 | 27 |
| nand4_1 | 8 |
| xnor2_1 | 15 |
| or3_1 | 3 |
| nor4_1 | 4 |
| inv_1 | 13 |
| nor2_1 | 31 |
| a21oi_1 | 37 |
| nor3_1 | 4 |
| clkbuf_1 | 3 |
| ha_1 | 12 |
| clkbuf_8 | 9 |
| xor2_1 | 14 |
| dfxtp_1 | 71 |
| and4_1 | 3 |
| clkdlybuf4s50_1 | 25 |
| or2_2 | 3 |
| o21ai_0 | 9 |
| buf_4 | 4 |
| nand2_1 | 53 |
## per-stage QoR
stage          total power, W  cells  cell area, um2  hold WS [ps]
6_report              0.00230    478            3760           453
5_1_grt               0.00238    478            3760           474
4_1_cts               0.00233    478            3760           455
3_5_place_dp          0.00132    462            3550           445
3_3_place_gp          0.00132    462            3550           439
2_1_floorplan         0.00128    374            3250           422
## power by group through the flow
stage	sequential, W	clock [W]	combinational [W]
finish	0.00120	0.00100	0.0000936
CTS	0.00120	0.00103	0.0000951
global route	0.00120	0.00108	0.000102
## worst min-delay path, stage by stage, from the launching register on
cell     delay [ps]
dfxtp_1         310
nand2_1          50
a21oi_1          50
## area by class of cell
cell class	instances	area (um2)
Clock buffer	12	135
Clock inverter	4	70.1
Fill cell	524	2340
Inverter	13	48.8
Multi-Input combinational cell	273	1700
Sequential cell	71	1420
Tap cell	75	93.8
Timing Repair Buffer	30	285
Power and IR drop assume default switching activity.
